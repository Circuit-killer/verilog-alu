===== design/flow/run.sh =====
#!/bin/bash
# OpenROAD 26Q1-2900-gdf79404cd8, Yosys 0.63+post, stock flow scripts
make -C /OpenROAD-flow-scripts/flow DESIGN_CONFIG=/design/flow/config.mk WORK_HOME=/design/flow/orfs finish

===== design/flow/config.mk =====
export PLATFORM = sky130hd
export DESIGN_NAME = WBStage
export DESIGN_NICKNAME = WBStage
export VERILOG_FILES = /design/flow/design.v
export SDC_FILE = /design/flow/constraint.sdc
export NUM_CORES = 4
export LEC_CHECK = 1
export CORE_AREA = 10 10 84 84
export DIE_AREA = 0 0 94 94

===== design/flow/constraint.sdc =====
current_design WBStage

set clk_period 1.0
set clk_io_pct 0.2

create_clock -name clk0 -period $clk_period [get_ports {RegClk}]

set non_clock_inputs [all_inputs -no_clocks]
set_input_delay [expr $clk_period * $clk_io_pct] -clock clk0 $non_clock_inputs
set_output_delay [expr $clk_period * $clk_io_pct] -clock clk0 [all_outputs]

===== design/flow/design.v =====
module WBStage(
  input [4:0] MEMRd,
  input [31:0] MEMData,
  input MEMRegWrite,
  input RegClk,
  output reg [4:0] WBRd,
  output reg [31:0] WBData,
  output reg WBRegWrite
);
  initial begin
    WBRd <= 0; WBData <= 0; WBRegWrite <= 0;
  end
  always @(negedge RegClk) begin
    WBRd <= MEMRd;
    WBData <= MEMData;
    WBRegWrite <= MEMRegWrite;
  end
endmodule

==> results.txt <==
Notes on the flow run.

- The detail-routed net length per standard cell is around 12 um, for reference.
- The synthesized netlist cell count is 39, for reference.
- The maximum number of buffers from clock root to sink is 2, for reference.
- Setup repair after global routing could not meet its margin everywhere.
- The clock root buffer master is sky130_fd_sc_hd__clkbuf_8, for reference.
- The leakage power is a little under 0.9 nW, for reference.
- In the synthesized netlist, the cells that appear most often are 38 x sky130_fd_sc_hd__dfxtp_1, 1 x sky130_fd_sc_hd__inv_1.
- The synthesis stats list as the most numerous cell sky130_fd_sc_hd__dfxtp_1.
- Sequential elements use ~100% of the synthesized area.
- The proportion of netlist area held by the largest area contributor is between 90% and 100%, for reference.
- The number of global-route vias before repair is ~860, for reference.
- Max fanout on the critical path was recorded as 1.
- The biggest cell delay along the critical path is between 0.2 and 0.3 ns, for reference.
- TritonCTS built the clock tree.
- The placement summary gives the final routability congestion estimate as approximately 0.64.
- The placed standard-cell area is between 1500 and 2000 um^2, for reference.
- The actual slew at the worst max-slew pin is around 0.085 ns, for reference.
- The number of maximum-capacitance violations recorded for the run is 0.
- 0 antenna diodes ended up in the layout.
- The worst pin sits at a relative slew slack of a little over nine tenths.
- The number of buffers and inverters on the critical path is 1.
- The initial antenna violation count is 0, for reference.
- The total detailed-routing wirelength is approximately 2800 um, for reference.
- According to the report, the first pass of detailed routing completed in 2 iterations.
- The signal on the critical path passes through buf_2.
- The antenna violation net count after detailed routing is 0, for reference.
- The clock transition at the register clock pins on the worst setup and hold paths after CTS is 0.04 ns, for reference.
- The cell type contributing the most total cell area after synthesis is sky130_fd_sc_hd__dfxtp_1, for reference.
- The synthesized design contains 0 enable-type register cells.
- CTS saw 38 sinks.
- Including well taps, the total number of placed cells is approximately 190.
- By area the synthesized netlist is led by sky130_fd_sc_hd__dfxtp_1 100%, sky130_fd_sc_hd__inv_1 0.49%.
- For hold timing, the worst endpoint is WBRd[2]$_DFF_N_.
- The final hold violation count recorded for this run is 0.
- The final cell area excluding filler cells is between 1500 and 2000 um^2, for reference.
- The count of buffers from port buffering is roughly 76, for reference.
- Per the OpenROAD floorplan log, the area of the core is about 5200 um^2.
- The final routed DRC violation total is 0, for reference.
- The total routing usage reported by global routing is between 6 and 7%, for reference.
- The area enclosed by the die boundary is slightly below 9000 um^2, for reference.
- STA classifies the critical path endpoint as an output port.
- Detailed-route iteration 0 reported a violation count of 4.
- The TritonCTS buffer count is 5, for reference.
- The type of the worst setup path is register to output port, for reference.
- STA puts the critical path data arrival time at approximately 1.2 ns.
- The cell area power density is between 2000 and 2500 nW/um^2, for reference.
- Setup violations remaining at the end of the flow were counted as 38.
- Entering global routing, the biggest net connects 11 pins.
- The number of storage elements in the synthesis netlist is 38, for reference.
- In this run the count of I/O pins placed on the die edge is between 70 and 80.
- The filler-free cell count of the finished design is roughly 230, for reference.
- The synthesized netlist was found by Yosys to have 39 cells.
- The tally of OpenROAD warnings is between 60 and 70, for reference.
- According to the Yosys statistics, the synthesized design has a chip area of 764 um^2.
- The ratio of routed vias to standard cells is 3.13, for reference.
- The average footprint of a synthesized cell is roughly 20 um^2, for reference.
- The number of different library cells in the post-synthesis netlist is 2, for reference.
- The number of warning messages in the yosys log is 1, for reference.
- Note that the worst hold path type here is input port to register.
- CTS built an H-tree with a depth of 2.
- The floorplan row count is 26, for reference.
- The post-synthesis cell area is approximately 760 um^2, for reference.
- The startpoint type of the worst setup path is a register, for reference.
- On the final layout, the worst hold slack is 0.797 ns.
- The multi-input gate count is 0, for reference.
- The flow ran to the end, but the final reports show violations.
- The final reports fail on setup timing.
- The layout summary lists the proportion of cells stronger than drive strength 1 as roughly 29%.
- The multi-input combinational cells in the finished layout cover a total of 0 um^2.
- Post-synth the commonest register cell is sky130_fd_sc_hd__dfxtp_1.
- The core utilization before placement is 14.7%, for reference.
- The first global-routing pass estimated between 4000 and 5000 um of wire.
- For this run the aggregate overflow at the end of global routing stands at 0.
- Per the hold report, the tightest min-delay path originates at MEMRd[2].
- The proportion of synthesized flip-flops having asynchronous set or reset is 0%, for reference.
- The y dimension of the die is 94 um, for reference.
- The required arrival time at the worst endpoint is ~0.80 ns, for reference.
- The count of cells along the worst hold path is 1, for reference.
- Grouping stages by cell kind, the critical path spends the most delay in flip-flops.
- For this block, the via count after detailed routing is around 720.
- The width of the die is 94 um, for reference.
- The overall power is 3.32 mW, for reference.
- Looking at the VDD voltage map, the peak drop is 0.000480 V.
- The layout overhead on the synthesized area is 115%, for reference.
- Counting pins that exceed their max-slew limit in the final report gives 0.
- The master of the slowest instance on the critical path is sky130_fd_sc_hd__dfxtp_1, for reference.
- After layout, the worst setup slack is -0.438 ns.
kinds of logic (layout without fill, tap and decap cells):
logic type             count (synthesis)  in the layout  share of synthesized area, %
buffers and inverters                  1            121                         0.491
flip-flops                            38             38                          99.5
power by group:
part,total [mW],leakage [nW],internal [mW],switching [mW]
clock network,1.48,0.249,0.659,0.825
logic,0.210,0.298,0.177,0.0336
registers,1.63,0.321,1.61,0.0162
cell usage in the layout (no fill, tap or decap), drive strengths merged:
master,synthesis,final
clkdlybuf4s50,0,38
dfxtp,38,38
buf,0,38
inv,1,40
clkbuf,0,5
repair_timing:
action,CTS,global route
hold buffers,0,0
setup endpoints to repair,38,38
resized,117,1
setup buffers,0,0
cloned,0,0
flip-flops by register name (all words and copies together), names as in the netlist:
name / cells
WBData: 32
WBRd: 5
WBRegWrite: 1
per-stage QoR:
stage / util (%) / setup slack (ns) / TNS (ns)
3_5_place_dp: 31.0 / -0.482 / -25.81
5_1_grt: 31.5 / -0.493 / -17.92
3_3_place_gp: 31.0 / -0.467 / -25.58
4_1_cts: 31.5 / -0.460 / -16.99
6_report: 31.5 / -0.438 / -16.19
2_1_floorplan: - / 0.0385 / 0
cell type report:
type	count	area, um^2
clock buffers	5	68.8
clock inverters	40	150
fillers	542	3560
flip-flops and latches	38	764
repair buffers	76	571
well taps	70	87.6
metal layers:
| metal | track usage (%) | up-vias | part of all wire (%) | wire [um] |
|---|---|---|---|---|
| li1 | - | 354 | - | - |
| met1 | 4.61 | 324 | 30 | 826 |
| met5 | 0 | - | 0 | 0 |
| met3 | 5.82 | 4 | 14 | 375 |
| met2 | 9.68 | 34 | 55 | 1540 |
| met4 | 3.16 | 0 | 1.2 | 32 |
worst max path at each step:
stage	start	endpoint	depth (start not counted)	slack (ns)
after CTS	WBData[31]$_DFF_N_	WBData[31]	1	-0.46
after global routing	WBRd[2]$_DFF_N_	WBRd[2]	1	-0.49
final	WBData[24]$_DFF_N_	WBData[24]	1	-0.44
Power figures rest on the tool's default switching activity, not on a simulated workload.
