[flow/design.v]
module IFStage(
  input Branch,
  input Jump,
  input Stall,
  input [31:0] BranchOffset,
  input [25:0] JumpAddress,
  input Clk,
  output reg [31:0] Inst
);
  initial begin
    pc <= 0; Inst <= 0;
  end
  reg [31:0] pc;
  wire [31:0] mem;
  InstructionMemory im(pc, Clk, mem);
  wire [31:0] pc_next = pc + 1;
  always @(negedge Clk) begin
    #4;
    if (!Stall) begin
      if (Jump)
        pc <= {pc_next[31:28], JumpAddress};
      else if (Branch)
        pc <= pc_next + BranchOffset;
      else
        pc <= pc_next;
      if (Branch || Jump)
        Inst <= 0;
      else
        Inst <= mem;
    end
  end
endmodule
module InstructionMemory(
  input [31:0] Address,
  input Clk,
  output reg [31:0] ReadData
);
  parameter NUM_CELLS = 32 - 1;
  reg [31:0] tab[NUM_CELLS:0];
  integer i;
  initial begin
    for (i = 0; i <= NUM_CELLS; i = i + 1)
      tab[i] <= 0;
    tab[0] <= 'b 001000_00000_00001_0000_0000_0000_0001;
    tab[1] <= 'b 001000_00000_10100_1101_1110_1010_1101;
    tab[2] <= 'b 101011_00001_10100_0000_0000_0000_0000;
    tab[3] <= 'b 101011_00001_10100_0000_0000_0000_0001;
    tab[4] <= 'b 101011_00000_10100_0000_0000_0000_0011;
    tab[5] <= 'b 000000_00001_00001_00001_00000_100000;
    tab[6] <= 'b 000000_00001_00001_00001_00000_100000;
    tab[7] <= 'b 000000_00001_00001_00001_00000_100000;
    tab[8] <= 'b 100011_00000_00100_0000_0000_0000_0011;
    tab[9] <= 'b 000000_00001_00100_00100_00000_100010;
    tab[10] <= 'b 000010_0000_0000_0000_0000_0000_010000;
    tab[11] <= 'b 001000_00000_00001_0000_0000_0000_0001;
    tab[16] <= 'b 001000_00011_00011_0000_0000_0000_1000;
    tab[17] <= 'b 001000_00010_00010_0000_0000_0000_0010;
    tab[18] <= 'b 000101_00010_00011_1111_1111_1111_1101;
    tab[19] <= 'b 101011_00000_00010_0000_0000_0000_1000;
  end
  always @(posedge Clk) begin
    ReadData <= tab[Address];
  end
endmodule
[flow/run.sh]
#!/bin/bash
# OpenROAD 26Q1-2900-gdf79404cd8, Yosys 0.63+post, stock flow scripts
make -C /OpenROAD-flow-scripts/flow DESIGN_CONFIG=/design/flow/config.mk WORK_HOME=/design/flow/orfs finish
[flow/config.mk]
export PLATFORM = sky130hd
export DESIGN_NAME = IFStage
export DESIGN_NICKNAME = IFStage
export VERILOG_FILES = /design/flow/design.v
export SDC_FILE = /design/flow/constraint.sdc
export NUM_CORES = 4
export LEC_CHECK = 1
export CORE_UTILIZATION = 40
[flow/constraint.sdc]
current_design IFStage

set clk_period 5.4
set clk_io_pct 0.2

create_clock -name clk0 -period $clk_period [get_ports {Clk}]

set non_clock_inputs [all_inputs -no_clocks]
set_input_delay [expr $clk_period * $clk_io_pct] -clock clk0 $non_clock_inputs
set_output_delay [expr $clk_period * $clk_io_pct] -clock clk0 [all_outputs]
==> results_slide.txt <==
Implementation Results

Detailed routing
  • DRC violations left: 0
  • Antenna Cells: 0
  • Average detailed-routed wire length per instance: 9.94 um
  • DRT Wirelength: 3240 um
  • Detail Route Antenna Nets: 0
  • Starting DRC count in detailed routing: 39
  • Drt via density: 4.43
  • Via count: 1445
  • Iteration count of the initial detailed-routing pass: 4

CTS
  • Number of resized instances in the post-cts repair step: 1
  • Post-CTS Setup Inserts: 0
  • Clk buf depth: 2
  • Clk Latency, worst-skew pair: 0.35 ns
  • Root cell of the clock tree: sky130_fd_sc_hd__clkbuf_8
  • Number of buffers created by CTS: 5
  • CTS sink cnt: 43
  • Cts-stage hold buffer count: 0
  • TritonCTS clock tree: built
  • Clock slew at the register clock pins of the worst setup and hold paths: 0.03 ns
  • H-tree depth: 2

Logic synthesis
  • Register bit total from synthesis: 43
  • Gate Count Post-Synth: 197
  • Netlist area before placement: 0.00210 sq mm
  • Biggest area contributors in the synthesized netlist: sky130_fd_sc_hd__edfxtp_1 34%, sky130_fd_sc_hd__dfxtp_1 18%, sky130_fd_sc_hd__ha_1 7.7%, sky130_fd_sc_hd__and2_1 6.6%, sky130_fd_sc_hd__buf_4 5.0%
  • Register share after synthesis: 52.4%
  • Distinct lib cells used: 37
  • Number of cells in Yosys stat: 197
  • Per-instance average area after synthesis: 10.7 sq um
  • Chip area line of the yosys report: 0.00210 sq mm
  • Largest type area fraction: 34.3%
  • Most area-hungry cell type in the Yosys netlist: sky130_fd_sc_hd__edfxtp_1
  • Warnings from Yosys: 2

Finish
  • Top cells excl fill/tap: 40 x sky130_fd_sc_hd__clkdlybuf4s50_1, 31 x sky130_fd_sc_hd__inv_1, 24 x sky130_fd_sc_hd__edfxtp_1, 22 x sky130_fd_sc_hd__and2_1, 19 x sky130_fd_sc_hd__dfxtp_1
  • Fillers: 461
  • Layout Utilization: 53.7%
  • Layout Area Growth over Synthesis: 29.7%
  • Fraction of final layout cells sized beyond drive strength 1: 7.81%
  • Top logic cell by instance count in the layout: sky130_fd_sc_hd__clkdlybuf4s50_1

Final timing
  • Pin slew with the least headroom to its limit: 0.834 ns
  • Setup Skew: 0.0597 ns
  • Min Hold Slack: 0.998 ns
  • Hold Violations, Final: 0
  • Worst max-slew margin expressed relative to the limit: 44.4%
  • PnR worst setup slack: 0.0660 ns
  • Accumulated negative setup slack: 0 ns
  • Max-slew violation total from the final report: 0
  • RSZ-0062 raised after global routing: no
  • Final setup violation count: 0

Worst setup path
  • Worst-path maximum fanout: 2
  • CP Launch Point: BranchOffset[0]
  • Gate family responsible for the most delay along the worst path: adder cells
  • Crit path kind: in -> reg
  • Number of stages on the worst setup path: 7
  • Worst Setup Start Kind: primary input
  • Data required time of the critical path: 2.80 ns
  • Crit path cell chain: clkdlybuf4s50_1 -> ha_1 -> fa_2 -> nand3_2 -> nand4_1 -> a211o_1 -> o211a_1
  • Category of the worst setup path capture point: register
  • Worst Setup EP: pc[4]
  • Crit-path slowest cell: sky130_fd_sc_hd__clkdlybuf4s50_1
  • Flop-to-flop setup slack: 0.78 ns
  • Arrival time worst endpoint: 2.73 ns
  • Startpoint of the worst-slack reg-to-reg timing path: pc[0]
  • Worst Reg2Reg Path Length in Cells: 6
  • Biggest cell delay along the critical path: 0.41 ns
  • Combined buffer and inverter count along the critical path: 1
  • Critical R2R Capture: im.ReadData[26]

Pwr
  • Power density over the cells: 310 mW/mm^2
  • Cell internal pwr: 621 uW
  • Peak supply drop: 0.000139 V
  • Part of the total power dissipated in sequential elements: 47.2%
  • Power share of the combinational group: 15.4%
  • Post-route total power: 846 uW
  • Clock power frac: 37.4%
  • Switching portion of total power: 26.6%
  • Static Leakage: 0.00118 uW
  • Net switching component of the power: 225 uW

GRT
  • Via count of the first global-routing pass: 1201
  • Overflow left after global routing: 0
  • Number of antenna violations at the first check in global routing: 0
  • Global routing usage summed across all routing layers: 12.8%
  • Maximum number of pins on one net before global-route repair: 27
  • Global-route wire length before repair: 5260 um

Place
  • DP HPWL: 2280 um
  • Placer Congestion: 0.867
  • Pre-CTS WS: -0.376 ns
  • Buffers on Ports: 40

Die
  • Chip Area: 0.00555 sq mm
  • I/O pin count: 94
  • Placeable core region: 0.00507 sq mm
  • DIE WIDTH: 74.5 um
  • Die height: 74.5 um
  • Floorplan utilization: 41.4%
  • Row Count: 26

Hold path
  • Class of the tightest hold or removal check: reg -> reg

Run
  • Maximum capacitance violations: 0
  • Number of warnings the tools reported: 104

Status
  • Outcome: finished, final reports clean
==> cells in the mapped netlist <==
cell	number
sky130_fd_sc_hd__edfxtp_1	24
sky130_fd_sc_hd__and2_1	22
sky130_fd_sc_hd__dfxtp_1	19
sky130_fd_sc_hd__buf_4	14
sky130_fd_sc_hd__ha_1	13
sky130_fd_sc_hd__a21oi_1	11
sky130_fd_sc_hd__nand2_1	11
sky130_fd_sc_hd__nor2_1	10
sky130_fd_sc_hd__o21ai_0	10
sky130_fd_sc_hd__inv_1	8
sky130_fd_sc_hd__buf_2	7
sky130_fd_sc_hd__nor3_1	5
sky130_fd_sc_hd__nand3_1	4
sky130_fd_sc_hd__nor2b_1	4
sky130_fd_sc_hd__a211oi_1	3
sky130_fd_sc_hd__mux2i_1	3
sky130_fd_sc_hd__xnor2_1	3
sky130_fd_sc_hd__a211o_1	2
sky130_fd_sc_hd__a21o_1	2
sky130_fd_sc_hd__a31oi_1	2
sky130_fd_sc_hd__clkbuf_1	2
sky130_fd_sc_hd__nand4_1	2
sky130_fd_sc_hd__xor2_1	2
sky130_fd_sc_hd__a311oi_1	1
sky130_fd_sc_hd__a31o_2	1
sky130_fd_sc_hd__and3_1	1
sky130_fd_sc_hd__conb_1	1
sky130_fd_sc_hd__fa_1	1
sky130_fd_sc_hd__inv_2	1
sky130_fd_sc_hd__mux2_2	1
sky130_fd_sc_hd__nand2b_1	1
sky130_fd_sc_hd__nand3b_1	1
sky130_fd_sc_hd__nor2_2	1
sky130_fd_sc_hd__o211a_1	1
sky130_fd_sc_hd__o21a_1	1
sky130_fd_sc_hd__o22ai_1	1
sky130_fd_sc_hd__o31ai_1	1
==> layer usage <==
layer,global-route usage [%],share of wire [%],vias to the layer above
li1,-,-,775
met1,19.0,48,619
met2,21.0,46,46
met3,2.20,4.4,5
met4,1.89,2.0,0
met5,0,0,-
==> worst min-delay path, stage by stage, from the launching register on <==
cell and delay [ns]:
sky130_fd_sc_hd__edfxtp_1 0.52, sky130_fd_sc_hd__o21ai_0 0.23, sky130_fd_sc_hd__mux2_2 0.14
==> cell type report <==
class	instances	area, sq um	share of cell area [%]
sequential	43	1100	40.4
multi-input combinational	126	841	30.9
timing repair buffer	47	453	16.6
clock buffer	8	123	4.50
clock inverter	24	90.1	3.31
tap	70	87.6	3.21
inverter	8	30.0	1.10
==> state kept, by name, indices dropped and copies added, names as in the netlist <==
name / cells
Inst: 19
pc: 5
im.ReadData: 19
==> through the flow <==
step	area, sq um	instances
after floorplan	2120	201
after global placement	2510	295
after detailed placement	2510	295
after CTS	2720	326
after global routing	2730	326
final	2730	326
==> logic make-up (layout without fill, tap and decap cells) <==
logic type | after synthesis | in the layout | synth area share [%]
simple gates | 62 | 62 | 15.5
flops | 43 | 43 | 52.4
compound gates | 36 | 36 | 10.5
buf+inv | 32 | 87 | 8.64
fa+ha+maj | 14 | 14 | 8.70
xor+xnor | 5 | 5 | 2.08
mux | 4 | 4 | 1.97
other cells | 1 | 5 | 0.179
==> worst min-delay path by stage <==
stage     startpoint     to  cells after the start
6_report       pc[0]  pc[0]                      2
5_1_grt        pc[0]  pc[0]                      2
4_1_cts        pc[0]  pc[0]                      2
==> power by group through the flow <==
stage     Sequential (uW)  Combinational (uW)  Clock, uW
6_report              400                 130        316
5_1_grt               403                 149        352
4_1_cts               399                 130        324
Power figures rest on the tool's default switching activity, not on a simulated workload.
