<file path="./constraint.sdc">
current_design EXStage

set clk_period 17.7
set clk_io_pct 0.2

create_clock -name clk0 -period $clk_period [get_ports {Clk}]

set non_clock_inputs [all_inputs -no_clocks]
set_input_delay [expr $clk_period * $clk_io_pct] -clock clk0 $non_clock_inputs
set_output_delay [expr $clk_period * $clk_io_pct] -clock clk0 [all_outputs]
</file>
<file path="./design.v">
module ALU16Bit(a, b, cin, less, op, result, cout, G, P, set, overflow, zero);
  input [15:0] a, b;
  input cin, less;
  input [2:0] op;
  output [15:0] result;
  output cout, G, P, set, overflow, zero;
  wire g0, p0, g1, p1, g2, p2, g3, p3;
  wire C1, C2, C3;
  wire [3:0] zeroes;
  supply0 gnd;
  assign zero = zeroes[3] & zeroes[2] & zeroes[1] & zeroes[0];
  ALU4Bit alu1(a[3:0],   b[3:0],   cin, less, op, result[3:0],,   g0, p0,,,     zeroes[0]);
  ALU4Bit alu2(a[7:4],   b[7:4],   C1,  gnd,  op, result[7:4],,   g1, p1,,,     zeroes[1]);
  ALU4Bit alu3(a[11:8],  b[11:8],  C2,  gnd,  op, result[11:8],,  g2, p2,,,     zeroes[2]);
  ALU4Bit alu4(a[15:12], b[15:12], C3,  gnd,  op, result[15:12],, g3, p3, set,, zeroes[3]);
  OverflowDetection ovf(a[15], b[15], op, result[15], overflow);
  CLA cla(g0, p0, g1, p1, g2, p2, g3, p3, cin, C1, C2, C3, cout, G, P);
endmodule
module ALU1Bit(a, bin, cin, less, op, result, cout, g, p, set);
  input a, bin, cin, less;
  input [2:0] op;
  output reg result;
  output cout, g, p, set;
  wire b = bin ^ op[2];
  assign g = a & b;
  assign p = a | b;
  assign set = a ^ b ^ cin;
  assign cout = a & b | a & cin | b & cin;
  always @(*) begin
    casez (op)
    'b ?00: result <= g;
    'b ?01: result <= p;
    'b ?10: result <= set;
    'b ?11: result <= less;
    endcase
  end
endmodule
module ALU32Bit(a, b, op, result, set, zero, overflow);
  input [31:0] a, b;
  input [2:0] op;
  output [31:0] result;
  output set, zero, overflow;
  wire carry;
  wire [1:0] zeroes;
  supply0 gnd;
  assign zero = zeroes[1] & zeroes[0];
  ALU16Bit alu1(a[15:0],  b[15:0],  op[2], set, op, result[15:0], carry,,,,, zeroes[0]);
  ALU16Bit alu2(a[31:16], b[31:16], carry, gnd, op, result[31:16],,,, set,,  zeroes[1]);
  OverflowDetection ovf(a[31], b[31], op, result[31], overflow);
endmodule
module ALU4Bit(a, b, cin, less, op, result, cout, G, P, set, overflow, zero);
  input [3:0] a, b;
  input cin, less;
  input [2:0] op;
  output [3:0] result;
  output cout, G, P, set, overflow, zero;
  wire g0, p0, g1, p1, g2, p2, g3, p3;
  wire C1, C2, C3;
  wire msb;
  supply0 gnd;
  assign zero = ~result[3] & ~result[2] & ~result[1] & ~result[0];
  assign set = msb | ~msb & overflow;
  ALU1Bit alu1(a[0], b[0], cin, less, op, result[0],, g0, p0,);
  ALU1Bit alu2(a[1], b[1], C1,  gnd,  op, result[1],, g1, p1,);
  ALU1Bit alu3(a[2], b[2], C2,  gnd,  op, result[2],, g2, p2,);
  ALU1Bit alu4(a[3], b[3], C3,  gnd,  op, result[3],, g3, p3, msb);
  OverflowDetection ovf(a[3], b[3], op, result[3], overflow);
  CLA cla(g0, p0, g1, p1, g2, p2, g3, p3, cin, C1, C2, C3, cout, G, P);
endmodule
module CLA(g0, p0, g1, p1, g2, p2, g3, p3, cin, C1, C2, C3, C4, G, P);
  input g0, p0, g1, p1, g2, p2, g3, p3;
  input cin;
  output C1, C2, C3, C4, G, P;
  assign C1 = g0 | cin & p0;
  assign C2 = g1 | C1 & p1;
  assign C3 = g2 | C2 & p2;
  assign C4 = g3 | C3 & p3;
  assign P = p0 & p1 & p2 & p3;
  assign G = g3 | g2 & p3 | g1 & p2 & p3 | g0 & p1 & p2 & p3;
endmodule
module EXStage(
  input MEMRegWrite,
  input [31:0] MEMData,
  input [4:0] MEMRd,
  input WBRegWrite,
  input [31:0] WBData,
  input [4:0] WBRd,
  input ALUSrc,
  input [2:0] ALUControl,
  input MemRead,
  input MemWrite,
  input RegWrite,
  input [31:0] DataA,
  input [31:0] DataB,
  input [31:0] SignExtend,
  input [4:0] Rs,
  input [4:0] Rt,
  input [4:0] Rd,
  input Clk,
  output reg EXRegWrite,
  output reg EXMemRead,
  output reg EXMemWrite,
  output reg [4:0] EXRd,
  output reg [31:0] EXData,
  output reg [31:0] EXALUData
);
  initial begin
    EXRegWrite <= 0; EXMemRead <= 0; EXMemWrite <= 0; EXRd <= 0; EXData <= 0;
    EXALUData <= 0;
  end
  reg [2:0] fwd_a, fwd_b;
  always @(*) begin
    if (MEMRegWrite && MEMRd && MEMRd == Rs)
      fwd_a <= 'b 01;
    else if (WBRegWrite && WBRd && WBRd == Rs)
      fwd_a <= 'b 10;
    else
      fwd_a <= 'b 00;
    if (MEMRegWrite && MEMRd && MEMRd == Rt)
      fwd_b <= 'b 01;
    else if (WBRegWrite && WBRd && WBRd == Rt)
      fwd_b <= 'b 10;
    else
      fwd_b <= 'b 00;
  end
  wire [31:0] input_a;
  Mux32Bit3To1 fam(DataA, MEMData, WBData, fwd_a, input_a);
  wire[31:0] data_b;
  Mux32Bit3To1 fbm(DataB, MEMData, WBData, fwd_b, data_b);
  wire [31:0] input_b;
  Mux32Bit2To1 ibm(data_b, SignExtend, ALUSrc, input_b);
  wire [31:0] alu_result;
  ALU32Bit alu(input_a, input_b, ALUControl, alu_result,,,);
  always @(negedge Clk) begin
    #2;
    EXRegWrite <= RegWrite;
    EXMemRead <= MemRead;
    EXMemWrite <= MemWrite;
    EXRd <= Rd;
    EXData <= data_b;
    EXALUData <= alu_result;
  end
endmodule
module Mux32Bit2To1(a, b, op, result);
  input [31:0] a, b;
  input op;
  output [31:0] result;
  assign result = ~{32{op}} & a | {32{op}} & b;
endmodule
module Mux32Bit3To1(a, b, c, op, result);
  input [31:0] a, b, c;
  input [2:0] op;
  output reg [31:0] result;
  always @(*) begin
    case (op)
    'b 00: result = a;
    'b 01: result = b;
    'b 10: result = c;
    endcase
  end
endmodule
module OverflowDetection(a, bin, op, result, overflow);
  input a, bin;
  input [2:0] op;
  input result;
  output overflow;
  wire b = bin ^ op[2];
  assign overflow =  a &  b & ~result |
                    ~a & ~b &  result;
endmodule
</file>
<file path="./run.sh">
#!/bin/bash
# OpenROAD 26Q1-2900-gdf79404cd8, Yosys 0.63+post, stock flow scripts
make -C /OpenROAD-flow-scripts/flow DESIGN_CONFIG=/design/flow/config.mk WORK_HOME=/design/flow/orfs finish
</file>
<file path="./config.mk">
export PLATFORM = sky130hd
export DESIGN_NAME = EXStage
export DESIGN_NICKNAME = EXStage
export VERILOG_FILES = /design/flow/design.v
export SDC_FILE = /design/flow/constraint.sdc
export NUM_CORES = 4
export LEC_CHECK = 1
export CORE_UTILIZATION = 40
</file>
==> reports/results.tsv <==
metric	value	unit
io_pins	267	
dp_hpwl	17900	µm
area_delta_synth_final	63.2	%
route.detailed.drc	0	
drt_iter0_drc	165	
wl_per_cell	16.0	µm
status	completed	
wirelength	23500	µm
p_seq_frac	0.278	
final.fill_count	1442	
rsz0062_at_grt	true	
die_width	139	µm
die-area	19300	µm²
grt_max_degree	65	
fp_util	0.413	
relSlewSlack	0.413	
grt_pass1_wl	35400	µm
fp.coreArea	18100	µm²
tightest_slew	0.875	ns
edf_count	0	
leakage	5.88	nW
ir_worst_vdd	39.2	µV
vias	6614	
ys_async_sr_fraction	0	
drv_cap	0	
crit_required	9.12	ns
ys_cells	748	
gp_congestion	0.830	
setup_viol	0	
yosys-stat-area	7490	µm²
power.switching	0.238	mW
syn-cell-area	7490	µm²
clock-root-buffer	clkbuf_16	
startpoint_type	primary input	
unclocked_pins	64	
path_class	in2reg	
syn_inst	748	
rows	49	
first_pass_iters	25	
htree_levels	3	
untimed_endpoints	64	
cts_tree	done	
fin_util	0.673	
port_buffers	266	
track_usage	0.250	
die_h	139	µm
internal-power	0.479	mW
avgSynthCellArea	10.0	µm²
swShare	0.331	
min-delay-path-class	in2reg	
p_clk_frac	0.358	
path_max_fanout	8	
drive_gt1_frac	0.185	
slew_violations	0	
clockBufferDepth	2	
drtAntennaViolNets	0	
end_kind	flop	
warnings	153	
finalHoldViolations	0	
ys_warn_count	3	
ys_types	50	
arrival	9.05	ns
cts.clk_slew.worst_paths	0.04	ns
p_per_area	58.7	nW/µm²
gr-total-overflow	0	
ys_seq_elements	136	
total_power	0.717	mW
ys.flop_type	dfxtp_1	
first_global_vias	6737	
cts_buffers	9	
pwr-share-comb	0.364	
avgViaCountPerCell	4.50	
antenna_found_initial	2	
through the flow:
stage	instances	hold WS [ns]	setup TNS (ns)	setup slack [ns]	cell area [µm²]
3_5_place_dp	1369	12.84	-17.51	-1.00	11200
3_3_place_gp	1369	12.84	-16.62	-0.969	11200
6_report	1469	12.43	0	0.0618	12200
5_1_grt	1469	12.41	-0.670	-0.158	12200
2_1_floorplan	811	12.42	0	0.397	7720
4_1_cts	1463	12.41	-0.0400	-0.0400	12000
worst max-delay path, stage by stage:
cell and delay [ns]:
dlygate4sd2_1 0.27, or4_4 0.55, o21ai_4 0.29, nor3_4 0.09
buf_12 0.18, buf_16 0.15, mux2_4 0.29, mux2_4 0.28
dlxtn_1 0.25, mux2i_1 0.16, xnor2_1 0.16, inv_1 0.06
ha_1 0.22, or4_4 0.54, nor2b_4 0.14, a211oi_2 0.08
buf_4 0.15, a221o_1 0.33, fa_1 0.37, inv_1 0.09
fa_2 0.21, fa_1 0.41, mux2i_1 0.14, o22ai_1 0.09
cell usage in the layout, fill, tap and decap left out, types with 3 or more instances in the layout:
master and count:
clkdlybuf4s50_1 249, inv_1 156, buf_4 98, mux2i_1 80, dfxtp_1 72, dlxtn_1 64, conb_1 64, ha_1 58
mux2_4 54, xnor2_1 50, nand2_1 40, o21ai_0 38, o22ai_1 30, a21oi_1 24, fa_1 21, nor2_1 17
clkbuf_16 9, or4_4 8, dlygate4sd2_1 8, xor2_1 7, dlymetal6s2s_1 7, o31ai_1 4, a21oi_2 4, xnor2_2 4
mux2i_2 4, mux2_2 4, ha_2 4, nand2b_1 3, nor3_4 3, inv_4 3, buf_16 3
flip-flops by register name (all words and copies together), names as in the netlist:
register / count
EXMemRead: 1
EXData: 32
EXRegWrite: 1
fbm.result: 32
EXALUData: 32
EXMemWrite: 1
fam.result: 32
EXRd: 5
metal layers:
| layer | vias to the layer above | track usage | share of wire |
|---|---|---|---|
| met1 | 2912 | 0.357 | 0.46 |
| met3 | 38 | 0.0781 | 0.077 |
| li1 | 3433 | - | - |
| met2 | 231 | 0.377 | 0.45 |
| met4 | 0 | 0.0637 | 0.014 |
| met5 | - | 0 | 0 |
cells by family (layout without fill, tap and decap cells):
logic type                 after synthesis  count (layout)  synth area share
AOI/OAI and AO/OA                      118             118            0.0934
xor gates and xnor gates                61              61            0.0714
adders and majority gates               86              86             0.167
buffers and inverters                  122             543            0.0677
DFF                                     72              72             0.193
latches                                 64              64             0.128
muxes                                  142             142             0.227
other                                    1              66          0.000501
and+or+nand+nor                         82              88            0.0528
synthesized netlist by cell type, types with 6 or more instances:
cell type,instances,area [µm²]
a21oi_1,28,140
nand2_1,40,150
clkbuf_1,21,78.8
o22ai_1,30,188
xor2_1,7,61.3
inv_1,85,319
ha_1,63,788
nor2_1,17,63.8
o21ai_0,40,200
fa_1,23,460
o31ai_1,6,45.0
dfxtp_1,72,1440
mux2_4,54,811
xnor2_1,54,473
dlxtn_1,64,961
mux2i_1,84,841
area by class of cell:
type,instances,area [µm²],area share
diodes,2,5.00,0.000410
clock buffers,9,225,0.0184
clock inverters,79,345,0.0283
flip-flops and latches,136,2400,0.197
well taps,229,287,0.0235
multi-input cells,559,5100,0.418
inverters,85,319,0.0261
repair buffers,370,3530,0.289
final timing paths:
| path | from | end | slack, ns | cells past startpoint |
|---|---|---|---|---|
| setup / recovery | WBRd[1] | EXALUData[22]$_DFF_N_ | 0.06 | 24 |
| hold / removal | Rd[0] | EXRd[0]$_DFF_N_ | 12.43 | 1 |
power groups by stage:
stage | logic [mW] | registers (mW) | clock network, mW
after CTS | 0.255 | 0.200 | 0.271
final | 0.261 | 0.200 | 0.257
after global routing | 0.288 | 0.201 | 0.289
what timing repair did:
action	CTS	global route
gates cloned	6	3
setup endpoints to repair	22	19
resized	36	38
pin swaps	7	16
hold buffers	0	0
setup buffers	2	1
Power and IR drop assume default switching activity.
